==> /design/flow/run.sh <==
#!/bin/bash
# OpenROAD 26Q1-2900-gdf79404cd8, Yosys 0.63+post, stock flow scripts
make -C /OpenROAD-flow-scripts/flow DESIGN_CONFIG=/design/flow/config.mk WORK_HOME=/design/flow/orfs finish
==> /design/flow/constraint.sdc <==
current_design main

set clk_period 4.8
set clk_io_pct 0.2

create_clock -name clk0 -period $clk_period [get_ports {clk}]

set non_clock_inputs [all_inputs -no_clocks]
set_input_delay [expr $clk_period * $clk_io_pct] -clock clk0 $non_clock_inputs
set_output_delay [expr $clk_period * $clk_io_pct] -clock clk0 [all_outputs]
==> /design/flow/design.v <==
`timescale 1ns / 1ps
module clk_divider (
    input wire clk,
    output wire display_clk,
    output wire clk_1hz,
    output wire clk_500hz
);
    reg [27:0] q = 0;
    always @(posedge clk) begin
        q <= q + 1;
    end
    assign display_clk = q[1];
    assign clk_1hz = q[25];
    assign clk_500hz = q[17];
endmodule
`timescale 1ns / 1ps
module main(
    input wire clk,
    input wire btnC,
    input wire btnL,
    input wire btnR,
    output reg [6:0] seg,
    output reg [3:0] an_on,
    output wire [2:0] vgaRed,
    output wire [2:0] vgaGreen,
    output wire [1:0] vgaBlue,
    output wire Hsync,
    output wire Vsync
);
    wire display_clk;
    wire clk_1hz;
    wire clk_500hz;
    reg [4:0] score_p1_tens = 0;
    reg [4:0] score_p1_units = 0;
    reg [4:0] score_p2_tens = 0;
    reg [4:0] score_p2_units = 0;
    reg winner_determined = 0;
    reg [4:0] digit_to_display;
    reg clr = 0;
    reg [1:0] symbol = 0;
    reg [1:0] prev_symbol = 0;
    reg db_btnL = 0;
    reg [5:0] lfsr = 6'b000001;
    wire feedback = lfsr[5] ^ lfsr[0];
    clk_divider div (
        .clk(clk),
        .display_clk(display_clk),
        .clk_1hz(clk_1hz),
        .clk_500hz(clk_500hz)
    );
    vga640x480 display (
        .dclk(display_clk),
        .clr(clr),
        .hsync(Hsync),
        .vsync(Vsync),
        .red(vgaRed),
        .green(vgaGreen),
        .blue(vgaBlue),
        .symbol(symbol)
    );
    always @(posedge clk_1hz) begin
        lfsr = { lfsr[4:0], feedback };
        symbol = lfsr[1:0];
    end
    always @(posedge display_clk) begin
        db_btnL <= btnL;
    end
    always @(posedge clk) begin
        if (prev_symbol != symbol) begin
            prev_symbol = symbol;
            winner_determined = 0;
        end
        if (btnC) begin
            score_p1_tens = 0;
            score_p1_units = 0;
            score_p2_tens = 0;
            score_p2_units = 0;
        end
        if (winner_determined == 0) begin
            if (btnR) begin
                winner_determined = 1;
                if (symbol == 3) begin
                    if (score_p2_units == 9) begin
                        score_p2_units = 0;
                        if (score_p2_tens == 9) begin
                            score_p2_tens = 0;
                        end else begin
                            score_p2_tens = score_p2_tens + 1;
                        end
                    end else begin
                        score_p2_units = score_p2_units + 1;
                    end
                end else begin
                    if (score_p2_units == 0) begin
                        if (score_p2_tens != 0) begin
                            score_p2_units = 9;
                            score_p2_tens = score_p2_tens - 1;
                        end
                    end else begin
                        score_p2_units = score_p2_units - 1;
                    end
                end
            end
            if (btnL) begin
                winner_determined = 1;
                if (symbol == 3) begin        
                    if (score_p1_units == 9) begin
                        score_p1_units = 0;
                        if (score_p1_tens == 9) begin
                            score_p1_tens = 0;
                        end else begin
                            score_p1_tens = score_p1_tens + 1;
                        end
                    end else begin
                        score_p1_units = score_p1_units + 1;
                    end
                 end else begin
                    if (score_p1_units == 0) begin
                        if (score_p1_tens != 0) begin
                            score_p1_units = 9;
                            score_p1_tens = score_p1_tens - 1;
                        end
                    end else begin
                        score_p1_units = score_p1_units - 1;
                    end
                end
            end
        end
    end
    always @(posedge clk_500hz) begin            
            if (an_on == 4'b0111) begin
                an_on = 4'b1011;
                digit_to_display = score_p1_units;
            end else if (an_on == 4'b1011) begin
                an_on = 4'b1101;
                digit_to_display = score_p2_tens;
            end else if (an_on == 4'b1101) begin
                an_on = 4'b1110;
                digit_to_display = score_p2_units;
            end else begin
                an_on = 4'b0111;
                digit_to_display = score_p1_tens;
            end
            if (digit_to_display == 0) seg = 7'b1000000;
            else if (digit_to_display == 1) seg = 7'b1111001;
            else if (digit_to_display == 2) seg = 7'b0100100;
            else if (digit_to_display == 3) seg = 7'b0110000;
            else if (digit_to_display == 4) seg = 7'b0011001;
            else if (digit_to_display == 5) seg = 7'b0010010;
            else if (digit_to_display == 6) seg = 7'b0000010;
            else if (digit_to_display == 7) seg = 7'b1111000;
            else if (digit_to_display == 8) seg = 7'b0000000;
            else if (digit_to_display == 9) seg = 7'b0010000;
            else seg = 7'b1111111;
        end
endmodule
`timescale 1ns / 1ps
module vga640x480(
input wire dclk,  
input wire clr,  
output wire hsync,  
output wire vsync,  
output reg [2:0] red,  
output reg [2:0] green,  
output reg [1:0] blue,  
input wire [1:0] symbol
);
parameter hpixels = 800; 
parameter vlines = 521;  
parameter hpulse = 96;  
parameter vpulse = 2;  
parameter hbp = 144;  
parameter hfp = 784;  
parameter vbp = 31;  
parameter vfp = 511;  
reg [9:0] hc;
reg [9:0] vc;
reg [9:0] tmp1;
reg [9:0] tmp2;
always @(posedge dclk or posedge clr)
begin
if (clr == 1)
begin
hc <= 0;
vc <= 0;
end
else
begin
if (hc < hpixels - 1)
hc <= hc + 1;
else
begin
hc <= 0;
if (vc < vlines - 1)
vc <= vc + 1;
else
vc <= 0;
end
end
end
assign hsync = (hc < hpulse) ? 0:1;
assign vsync = (vc < vpulse) ? 0:1;
always @(*)
begin
if (vc >= vbp && vc < vfp && hc >= hbp && hc < hfp)
begin
  if (symbol == 0) begin
     red = 3'b000;
     green = 3'b111;
     blue = 2'b00;
  end else if (symbol == 1) begin
     if (hc >= (hbp+240) && hc <= (hbp+400) && vc >= (vbp+160) && vc <= (vbp+320)) begin
          red = 3'b111;
          green = 3'b000;
          blue = 2'b00;
     end else begin
          red = 3'b000;
               green = 3'b111;
               blue = 2'b00;
     end
  end else if (symbol == 2) begin
          red = 3'b111;
          green = 3'b000;
          blue = 2'b00;
  end else if (symbol == 3) begin
     tmp1 = (hc > hbp + 320) ? (hc - (hbp + 320)) : (-hc + (hbp + 320));
     tmp2 = (vc > vbp + 240) ? (vc - (vbp + 240)) : (-vc + (vbp + 240));
     if ((tmp1 + tmp2) <= 120) begin
          red = 3'b000;
               green = 3'b111;
               blue = 2'b00;
     end else begin
               red = 3'b111;
               green = 3'b000;
               blue = 2'b00;
          end
  end
end
else
begin
red = 0;
green = 0;
blue = 0;
end
end
endmodule
==> /design/flow/config.mk <==
export PLATFORM = sky130hd
export DESIGN_NAME = main
export DESIGN_NICKNAME = main
export VERILOG_FILES = /design/flow/design.v
export SDC_FILE = /design/flow/constraint.sdc
export NUM_CORES = 4
export LEC_CHECK = 1
export CORE_UTILIZATION = 50
==> job_summary.md <==
### Yosys + OpenROAD results

| Metric | Value |
|---|---|
| Slew at the pin closest to its max-slew limit | just under 0.9 ns |
| Yosys Warn Count | 3 |
| Endpoints left unconstrained | between 70 and 80 |
| Pwr dens | 138 nW/µm² |
| Minimum hold slack | ~0.42 ns |
| DRC | 0 |
| Total Routing Usage GR | a little over a fifth |
| DR WL/cell | about 14 µm |
| Final instance area | approximately 5900 µm² |
| Fin. max-slew vios | 0 |
| Worst-path fanout max | 21 |
| Ys cells | 675 |
| Final ANT Viol Nets | 0 |
| Register pins left without a clock | about 40 |
| DRT Pass-1 Iters | 5 |
| Yosys stat area | 5580 µm² |
| Cell Type Count | slightly above 70 |
| Synth flops | 89 |
| DIE WIDTH | 108 µm |
| Clock Tree Root | clkbuf_8 |
| DPL Wire Length | 8660 µm |
| Startpoint Class | primary input |
| Core area | around 11000 µm² |
| Initial drt markers | 344 |
| Gate Count Post-Synth | around 680 |
| Tcrit/Tclk final | approximately 73% |
| DR vias | roughly 4600 |
| Critical Path Sink Type | flop |
| Vert. Die Dim | about 110 µm |
| Clk latency late pin | 0.32 ns |
| Status | complete, no violations |
| Placed instance area | 5790 µm² |
| Setup_tns | 0 ns |
| Dominant flop cell | dfxtp_1 |
| Antenna violations before repair | 0 |
| Global route total overflow | 0 |
| Final setup violation count | 0 |
| Area share, top type | approximately 27% |
| Clock tree from TritonCTS | done |
| Number of global-route vias before repair | 4042 |
| Post-cts sizing count | 0 |
| CTS Hold Buffers Added | 0 |
| Rows | 38 |
| Routed wire length | 11400 µm |
| Slew HR | about two fifths |
| Tool warning count | 39 |
| Post-Syn Area per Cell | 8.27 µm² |
| Netlist Area Pre-Place | between 5000 and 6000 µm² |
| RSZ-0062 raised after global routing | no |
| First-pass GRT wire length | approximately 19000 µm |
| Post-CTS setup buffer count | 0 |
| I/O pins | 25 |
| Post-synth EDFFs | 12 |
| Worst Setup Path Type | primary input to flop |
| GPL Wtd Cong | a little under 0.9 |
| Layout area overhead | 5.45% |
| Buffers on Ports | 22 |
| Top cells by area | dfxtp_1 (27%), ha_1 (7.4%), xnor2_1 (6.7%), edfxtp_1 (6.5%), nor2_1 (4.4%) |
| Max Buffers Root-to-Sink | 2 |
| Layout cells sized above 1 | under 10% |
| Leak | 0.00218 µW |
| Core Util, Final | 54.3% |
| # fillers | 996 |
| Maximum clock rate | roughly 280 MHz |
| Die area | 11600 µm² |
| Fp_density | between 50% and 60% |
| Max Clock Skew | approximately 0.016 ns |
| Num CTS Buffers | 5 |
| Clock-pin slew on the worst setup and hold paths | 0.10 ns |
| # diodes | 0 |
| HP Class | flop to flop |
| Avg Vias per Cell | ~5.7 |
| Peak VDD IR | 0.135 mV |
| Tmin final | 3.52 ns |
| Post-synth ARST share | 0% |
| Crit path DRT | 4.99 ns |
| Largest net degree at the start of global routing | 26 |
| Critical path data arrival time | roughly 3.7 ns |
| Cell type with the largest total area | dfxtp_1 |
| H-tree levels | 2 |
| Final hold vios | 0 |
| Max Cap Viol | 0 |
-- Yosys cell counts (5+ instances only) --
library cell   n
ha_1          33
nand3_1       30
nor2_1        66
o22ai_1       14
xnor2_1       43
edfxtp_1      12
o21ai_1        5
nor2b_1        9
o21a_1         5
nor3_1        25
clkbuf_1      16
nand4_1       14
mux2i_1       10
a21oi_1       48
xor2_1        16
inv_1         29
dfxtp_1       75
and2_1         5
and3_1         9
nand2_1       61
buf_4          7
o21ai_0       35
nand2b_1      14
a22oi_1        5
-- metal layers --
layer | share of wire (%) | track usage (%) | up-vias
li1 | - | - | 2393
met1 | 53 | 36.9 | 2099
met2 | 41 | 30.2 | 116
met3 | 4.8 | 2.10 | 9
met4 | 0.75 | 1.96 | 0
met5 | 0 | 0 | -
-- worst paths after layout --
| path | slack [ns] | cells after the start | start | to |
|---|---|---|---|---|
| setup reg to reg | 2.35 | 6 | div.q[1] | div.q[20] |
| hold reg to reg | 0.42 | 1 | div.q[0] | div.q[0] |
| hold / removal | 0.42 | 1 | div.q[0] | div.q[0] |
| setup / recovery | 1.28 | 10 | btnC | score_p1_tens[2] |
-- cell families after synthesis --
logic type               Yosys count  share of synthesized area (%)
AND/OR/NAND/NOR                  258                           23.1
adder cells (fa/ha/maj)           34                           7.76
other                              1                         0.0672
multiplexers                      10                           1.79
buffers and inverters             65                           6.05
latches                            2                          0.538
flip-flops                        87                           33.4
AND-OR/OR-AND                    159                           18.0
XOR/XNOR                          59                           9.26
-- placed cells by master (no fill, tap or decap), types with 3 or more instances in the layout --
master	count
a211oi_1	4
a21o_1	4
a21oi_1	48
a22oi_1	5
a31oi_1	3
a32oi_1	3
a41oi_1	3
and2_1	5
and3_1	9
clkbuf_8	5
clkdlybuf4s50_1	22
conb_1	4
dfxtp_1	75
edfxtp_1	12
ha_1	33
inv_1	29
mux2i_1	10
nand2_1	61
nand2b_1	14
nand3_1	30
nand4_1	14
nor2_1	66
nor2b_1	9
nor3_1	25
nor4_1	4
o211ai_1	3
o21a_1	5
o21ai_0	35
o21ai_1	5
o21ai_2	4
o22ai_1	14
o31a_1	3
o32ai_1	3
xnor2_1	43
xor2_1	16
-- metrics by stage --
step                      total power [µW]  setup slack [ns]  instances
after CTS                              815              1.39        816
after global routing                   847              1.09        816
final                                  810              1.28        816
after detailed placement               546              1.06        808
after floorplan                        525              1.95        678
after global placement                 544              1.13        808
-- area by class of cell --
class | count | area, µm² | share of cell area, %
multi-input combinational | 524 | 3370 | 57.2
inverter | 31 | 116 | 1.98
tap | 140 | 175 | 2.98
clock buffer | 5 | 68.8 | 1.17
sequential | 89 | 1890 | 32.1
timing repair buffer | 24 | 235 | 4.00
clock inverter | 3 | 28.8 | 0.489
-- where the power goes --
group / switching, µW / internal, µW / total, µW
clock: 161 / 109 / 271
sequential: 25.1 / 421 / 446
combinational: 54.1 / 39.2 / 93.4
-- worst max-delay path, stage by stage --
cell and delay, ns:
clkdlybuf4s50_1 0.83, nand2b_1 0.40, inv_1 0.15, ha_1 0.16
nand2_1 0.08, nor4_4 0.42, a41oi_1 0.27, nor3b_1 0.21
a21oi_1 0.11, o22ai_1 0.09
-- flip-flops by register name, indices dropped and copies added (netlist names), 5 cells and up --
name and flops:
div.q 26, display.hc 10, display.vc 10, seg 7, lfsr 6, score_p1_tens 5, score_p1_units 5, score_p2_tens 5
score_p2_units 5
Power figures rest on the tool's default switching activity, not on a simulated workload.
